===== flow/constraint.sdc =====
current_design cache_line_adaptor

set clk_period 32.4
set clk_io_pct 0.2

create_clock -name clk0 -period $clk_period [get_ports {clk}]

set non_clock_inputs [all_inputs -no_clocks]
set_input_delay [expr $clk_period * $clk_io_pct] -clock clk0 $non_clock_inputs
set_output_delay [expr $clk_period * $clk_io_pct] -clock clk0 [all_outputs]

===== flow/run.sh =====
#!/bin/bash
# OpenROAD 26Q1-2900-gdf79404cd8, Yosys 0.63+post, stock flow scripts
make -C /OpenROAD-flow-scripts/flow DESIGN_CONFIG=/design/flow/config.mk WORK_HOME=/design/flow/orfs finish

===== flow/config.mk =====
export PLATFORM = sky130hd
export DESIGN_NAME = cache_line_adaptor
export DESIGN_NICKNAME = cache_line_adaptor
export VERILOG_FILES = /design/flow/design.v
export SDC_FILE = /design/flow/constraint.sdc
export NUM_CORES = 4
export LEC_CHECK = 1
export CORE_UTILIZATION = 30

===== flow/design.v =====
interface banked_mem_itf(
    input   bit         clk,
    input   bit         rst
);
    logic   [31:0]      addr;
    logic               read;
    logic               write;
    logic   [63:0]      wdata;
    logic               ready;
    logic   [31:0]      raddr;
    logic   [63:0]      rdata;
    logic               rvalid;
    bit                 error = 1'b0;
    modport dut (
        input           clk,
        input           rst,
        output          addr,
        output          read,
        output          write,
        output          wdata,
        input           ready,
        input           raddr,
        input           rdata,
        input           rvalid
    );
    modport mem (
        input           clk,
        input           rst,
        input           addr,
        input           read,
        input           write,
        input           wdata,
        output          ready,
        output          rdata,
        output          raddr,
        output          rvalid,
        output          error
    );
    modport mon (
        input           clk,
        input           rst,
        input           addr,
        input           read,
        input           write,
        input           wdata,
        input           ready,
        input           rdata,
        input           raddr,
        input           rvalid,
        input           error
    );
endinterface
interface mem_itf(
    input   bit         clk,
    input   bit         rst
);
    logic   [31:0]      addr;
    logic   [3:0]       rmask;
    logic   [3:0]       wmask;
    logic   [31:0]      rdata;
    logic   [31:0]      wdata;
    logic               resp;
    bit                 error = 1'b0;
    modport dut (
        input           clk,
        input           rst,
        output          addr,
        output          rmask,
        output          wmask,
        input           rdata,
        output          wdata,
        input           resp
    );
    modport mem (
        input           clk,
        input           rst,
        input           addr,
        input           rmask,
        input           wmask,
        output          rdata,
        input           wdata,
        output          resp,
        output          error
    );
    modport mon (
        input           clk,
        input           rst,
        input           addr,
        input           rmask,
        input           wmask,
        input           rdata,
        input           wdata,
        input           resp,
        output          error
    );
endinterface
interface mon_itf(
    input   bit             clk,
    input   bit             rst
);
            logic           valid [8];
            logic   [63:0]  order [8];
            logic   [31:0]  inst [8];
            logic           halt [8];
            logic   [4:0]   rs1_addr [8];
            logic   [4:0]   rs2_addr [8];
            logic   [31:0]  rs1_rdata [8];
            logic   [31:0]  rs2_rdata [8];
            logic   [4:0]   rd_addr [8];
            logic   [31:0]  rd_wdata [8];
            logic   [31:0]  pc_rdata [8];
            logic   [31:0]  pc_wdata [8];
            logic   [31:0]  mem_addr [8];
            logic   [3:0]   mem_rmask [8];
            logic   [3:0]   mem_wmask [8];
            logic   [31:0]  mem_rdata [8];
            logic   [31:0]  mem_wdata [8];
            bit             error = 1'b0;
endinterface
module cache_line_adaptor(
    input logic clk,                   
    input logic rst,                 
    input logic [63:0] data_in,        
    input logic [31:0] read_addr,      
    input logic data_valid,            
    output logic [255:0] data_out,     
    output logic [31:0] data_out_addr, 
    output logic data_out_valid        
);
    logic [63:0] data_buffer[3:0];     
    logic [1:0] burst_count;           
    always_ff @(posedge clk) begin
        if (rst) begin
            burst_count <= '0;
            data_out_valid <= '0;
        end else if (data_valid) begin
            if (burst_count < 4) begin
                data_buffer[burst_count] <= data_in;   
                burst_count <= burst_count + 1'b1;        
            end
            if (burst_count == 3) begin   
                data_out <= {data_in, data_buffer[2], data_buffer[1], data_buffer[0]};
                data_out_addr <= read_addr;
                data_out_valid <= 1'b1;
                burst_count <= '0;   
            end
        end else begin
            data_out_valid <= 1'b0;   
        end
    end
endmodule

==> summary.txt <==
Synthesis and PnR results.

- The final routed wire length divided by cell count is 17.5 um.
- The CTS clock-pin slew for the worst setup and hold paths reads 0.06 ns.
- Clock tree synthesis inserted a total of 49 buffers.
- STA lists the endpoint of the worst register-to-register path as data_out[78]$_DFFE_PP_.
- The initial DRC count reads 345.
- The number of distinct library cells after synthesis is 12.
- The first-pass iteration count of the detailed router reads 4.
- The post-cts hold-fix buffer tally reads 0.
- The Yosys warning count is 1.
- The capturing element of the worst setup path is data_out[78]$_DFFE_PP_.
- In the final report, the number of pins over their slew limit comes to 0.
- After detailed routing, the total wire length is 28.0 mm.
- The number of nets still failing antenna checks after routing reads 0.
- The fraction of final layout cells sized beyond drive strength 1 reads 8.55%.
- The count of instances resized after the clock tree is built reads 0.
- The slew of the pin with the lowest slew margin reads 0.733 ns.
- The data required time of the worst path reads 32.59 ns.
- Once routing completed, OpenROAD measured the worst setup slack at 22.70 ns.
- The netlist area before placement is 0.0146 mm2.
- The number of port buffers is 387.
- The largest net degree at the start of global routing reads 59.
- The area overhead of the layout relative to synthesis reads 43.4%.
- The launching instance or port of the critical path is data_valid.
- The final tally of setup violations reads 0.
- For the final routed database, the setup TNS stands at 0 ns.
- For this run the aggregate overflow at the end of global routing stands at 0.
- The origin of the critical flop-to-flop path reads burst_count[0]$_SDFFE_PP0P_.
- The per-instance average area after synthesis reads 29.3 um2.
- For this design the static power due to leakage is 6.78 nW.
- In this run the worst path has a maximum fanout of 54.
- Per the post-place timing report, worst setup slack is 22.08 ns.
- Once layout is complete, the utilization of the core stands at 43.8%.
- The post-synth area from yosys stat is 0.0146 mm2.
- In this run the cell area measured after placement is 0.0193 mm2.
- The count of final hold-check violations reads 0.
- The critical path startpoint category is an input port.
- The H-tree was split into 2 levels.
- The number of global-route vias before repair reads 6693.
- The number of synthesized register bits is 483.
- The core area is 0.0478 mm2.
- The post-route cell area reads 0.0209 mm2.
- The overall die area is 0.0496 mm2.
- Total power normalized to cell area comes to 61.4 mW/mm2.
- The total routing usage reported by global routing reads 12.0%.
- The HPWL reported at the end of detailed placement reads 17.6 mm.
- The number of antenna violations at the first check in global routing is 1.
- The wire length of the first global-routing pass reads 41.1 mm.
- Per the skew report, the later register of the worst-skew pair sees a clock latency of 0.56 ns.
- The count of unresolved DRC violations after routing reads 0.
- The arrival time at the worst endpoint is 9.90 ns.
- Setup repair after global routing left no endpoint under its margin.
- The reg2reg setup slack reads 28.94 ns.
- The number of setup buffers added after CTS is 0.
- Dividing the final minimum period by the clock period gives 29.9%.
- The worst setup path is captured at a flop.
- In the floorplan report the effective utilization is 30.5%.
- CTS placed an instance of clkbuf_16 at the clock tree root.
- The post-synthesis instance total is 499.
- The horizontal die dimension is 223 um.
- For this run, the register share of the synthesized area comes to 99.1%.
- The total number of vias is 6451.
- The upper clock frequency limit is 103 MHz.
- The largest vdd supply drop is 0.0000354 V.
- The number of cells in the yosys synthesis report is 499.
- The worst-case headroom to the max-slew limit reads 51.2%.
- The OpenROAD warning count reads 28.
- The worst setup path is of the in2reg kind.
- The floorplan has 80 rows.
- The count of filler cells inserted in the layout is 4030.
- The flow ran to the end, and the final reports show no timing, DRC or antenna violations.
- RePlAce ended its routability-driven mode at a weighted congestion of 0.801.
- The worst-case clock buffer depth reads 3.
- The tightest hold margin is 0.412 ns.
- The worst setup skew after layout is 0.0106 ns.
- The die is 223 um tall.
- The clock sink total is 483.
- The number of cells on the worst reg-to-reg path reads 5.
- The final period demand of the worst path is 9.70 ns.
- The TritonCTS clock tree is done.
- The I/O pin count reads 388.
- The routed design shows a via density per instance of 4.04.
- The number of max-cap violations is 0.
- The path class of the lowest-slack min-delay path reads reg2reg.
-- per-layer routing --
layer	track usage (%)	routed length, um	up-vias
met1	15.6	10200	3113
met4	2.49	623	2
met3	7.46	3970	48
met2	17.8	13200	353
li1	-	-	2935
met5	0	13	-
-- flip-flops by register name, summed over array words and instances, names as in the netlist --
register        cells
data_out_valid      1
burst_count         2
data_buffer       192
data_out          256
data_out_addr      32
-- where the power goes --
part	switching (mW)	leakage [nW]	total [mW]	internal (mW)
logic	0.0128	1.63	0.0265	0.0137
registers	0.00196	4.36	0.698	0.696
clock network	0.220	0.784	0.562	0.342
total	0.235	6.78	1.29	1.05
-- logic make-up (layout without fill, tap and decap cells) --
family,Yosys count,count (layout),synth area share [%]
other,0,1,0
AND/OR/NAND/NOR,7,7,0.317
adder cells (fa/ha/maj),4,4,0.343
flip-flops,483,483,99.1
buffers and inverters,2,485,0.0514
multiplexers,1,1,0.0685
AND-OR/OR-AND,2,2,0.103
-- cells in the final DEF, fill, tap and decap left out --
master and instances:
and2_4 4, buf_4 8, bufinv_16 8, clkbuf_1 9, clkbuf_16 49, clkdlybuf4s50_1 387, clkinv_1 7, clkinv_2 7
clkinv_4 1, clkinvlp_4 4, dfxtp_1 3, diode_2 1, edfxtp_1 480, ha_1 4, inv_1 2, inv_6 3
mux2i_1 1, nor2_1 1, nor2b_1 1, o21a_1 1, o31ai_1 1, or4b_1 1
-- synthesized netlist by cell type, drive strengths merged --
cell type | number | area, um2
nor2b | 1 | 6.26
nor2 | 1 | 3.75
inv | 2 | 7.51
or4b | 1 | 10.0
edfxtp | 480 | 14400
and2 | 4 | 26.3
o31ai | 1 | 7.51
dfxtp | 3 | 60.1
o21a | 1 | 7.51
mux2i | 1 | 10.0
ha | 4 | 50.1
-- critical path, cell delays in order --
cell             delay, ns
clkdlybuf4s50_1       0.53
nor2b_1               0.33
and2_4                0.65
buf_4                 0.66
buf_4                 0.53
buf_4                 0.59
-- worst min-delay path by stage --
stage | startpoint | end | slack [ns] | cells after the start
final | data_buffer[1][58]$_DFFE_PP_ | data_out[122]$_DFFE_PP_ | 0.41 | 0
after global routing | data_buffer[2][51]$_DFFE_PP_ | data_out[179]$_DFFE_PP_ | 0.42 | 0
after CTS | data_buffer[2][45]$_DFFE_PP_ | data_out[173]$_DFFE_PP_ | 0.41 | 0
-- metrics by stage --
step	instances	power (mW)
after floorplan	499	0.715
after global placement	1509	0.738
after detailed placement	1509	0.738
after CTS	1597	1.31
after global routing	1597	1.33
final	1598	1.29
-- area by class of cell --
type / count / area, um2 / area share, %
diodes: 1 / 2.50 / 0.0119
clock inverters: 30 / 367 / 1.75
clock buffers: 58 / 1260 / 6.02
flip-flops and latches: 483 / 14500 / 69.1
repair buffers: 395 / 3930 / 18.8
multi-input cells: 14 / 130 / 0.621
well taps: 615 / 769 / 3.67
inverters: 2 / 7.51 / 0.0358
No activity file was given, so power comes from the tool's default toggle rates.
