**flow/run.sh**
```bash
#!/bin/bash
# OpenROAD 26Q1-2900-gdf79404cd8, Yosys 0.63+post, stock flow scripts
make -C /OpenROAD-flow-scripts/flow DESIGN_CONFIG=/design/flow/config.mk WORK_HOME=/design/flow/orfs finish
```
**flow/config.mk**
```make
export PLATFORM = sky130hd
export DESIGN_NAME = queue
export DESIGN_NICKNAME = queue
export VERILOG_FILES = /design/flow/design.v
export SDC_FILE = /design/flow/constraint.sdc
export NUM_CORES = 4
export LEC_CHECK = 1
export CORE_UTILIZATION = 30
```
**flow/constraint.sdc**
```tcl
current_design queue

set clk_period 9.7
set clk_io_pct 0.2

create_clock -name clk0 -period $clk_period [get_ports {clk}]

set non_clock_inputs [all_inputs -no_clocks]
set_input_delay [expr $clk_period * $clk_io_pct] -clock clk0 $non_clock_inputs
set_output_delay [expr $clk_period * $clk_io_pct] -clock clk0 [all_outputs]
```
**flow/design.v**
```verilog
interface banked_mem_itf(
    input   bit         clk,
    input   bit         rst
);
    logic   [31:0]      addr;
    logic               read;
    logic               write;
    logic   [63:0]      wdata;
    logic               ready;
    logic   [31:0]      raddr;
    logic   [63:0]      rdata;
    logic               rvalid;
    bit                 error = 1'b0;
    modport dut (
        input           clk,
        input           rst,
        output          addr,
        output          read,
        output          write,
        output          wdata,
        input           ready,
        input           raddr,
        input           rdata,
        input           rvalid
    );
    modport mem (
        input           clk,
        input           rst,
        input           addr,
        input           read,
        input           write,
        input           wdata,
        output          ready,
        output          rdata,
        output          raddr,
        output          rvalid,
        output          error
    );
    modport mon (
        input           clk,
        input           rst,
        input           addr,
        input           read,
        input           write,
        input           wdata,
        input           ready,
        input           rdata,
        input           raddr,
        input           rvalid,
        input           error
    );
endinterface
interface mem_itf(
    input   bit         clk,
    input   bit         rst
);
    logic   [31:0]      addr;
    logic   [3:0]       rmask;
    logic   [3:0]       wmask;
    logic   [31:0]      rdata;
    logic   [31:0]      wdata;
    logic               resp;
    bit                 error = 1'b0;
    modport dut (
        input           clk,
        input           rst,
        output          addr,
        output          rmask,
        output          wmask,
        input           rdata,
        output          wdata,
        input           resp
    );
    modport mem (
        input           clk,
        input           rst,
        input           addr,
        input           rmask,
        input           wmask,
        output          rdata,
        input           wdata,
        output          resp,
        output          error
    );
    modport mon (
        input           clk,
        input           rst,
        input           addr,
        input           rmask,
        input           wmask,
        input           rdata,
        input           wdata,
        input           resp,
        output          error
    );
endinterface
interface mon_itf(
    input   bit             clk,
    input   bit             rst
);
            logic           valid [8];
            logic   [63:0]  order [8];
            logic   [31:0]  inst [8];
            logic           halt [8];
            logic   [4:0]   rs1_addr [8];
            logic   [4:0]   rs2_addr [8];
            logic   [31:0]  rs1_rdata [8];
            logic   [31:0]  rs2_rdata [8];
            logic   [4:0]   rd_addr [8];
            logic   [31:0]  rd_wdata [8];
            logic   [31:0]  pc_rdata [8];
            logic   [31:0]  pc_wdata [8];
            logic   [31:0]  mem_addr [8];
            logic   [3:0]   mem_rmask [8];
            logic   [3:0]   mem_wmask [8];
            logic   [31:0]  mem_rdata [8];
            logic   [31:0]  mem_wdata [8];
            bit             error = 1'b0;
endinterface
module queue
#(
    parameter width = 32,
    parameter depth = 16,
    parameter ptr_len = $clog2(depth) + 1
)
(
    input logic rst,flush_ins,
    input logic clk,
    input logic enqueue,
    input logic [width-1 : 0] enqueue_wdata,
    input logic dequeue,
    output logic full,
    output logic empty,
    output logic [width-1 : 0] dequeue_rdata
);
    logic [width-1 : 0] entries [depth];
    logic [ptr_len-1 : 0] head_ptr;
    logic [ptr_len-1 : 0] tail_ptr;
    assign full = ((head_ptr[ptr_len-2:0] == tail_ptr[ptr_len-2:0]) && (head_ptr[ptr_len-1] != tail_ptr[ptr_len-1]));
    assign empty = ((head_ptr[ptr_len-2:0] == tail_ptr[ptr_len-2:0]) && (head_ptr[ptr_len-1] == tail_ptr[ptr_len-1]));
    always_ff @( posedge clk ) begin
        if(rst || flush_ins)begin
            head_ptr <= '0;
            tail_ptr <= '0;
        end
        else begin
            if(enqueue && !full) begin
                entries[tail_ptr[ptr_len-2 : 0]] <= enqueue_wdata;
                tail_ptr <= tail_ptr + 1'b1;
            end
            if(dequeue && !empty) begin
                head_ptr <= head_ptr + 1'b1;
            end
        end
    end
    always_comb begin
        dequeue_rdata = '0;
        if(dequeue && !empty) begin
            dequeue_rdata = entries[head_ptr[ptr_len-2 : 0]];
        end
    end
endmodule : queue
```
==> results.yml <==
# implementation run metrics
final_timing:
  setup_viol: 0
  max_slew.worst_pin.slew_ps: 734
  setup_ws_ps: 4050
  fin_tns_setup_ps: 0
  timing.final.max_slew_violations: 0
  tmin_final_ps: 5650
  post_layout_period_usage: 0.583
  setup_repair_after_global_routing_missed_its_margin: "no"
  top_achievable_clock_speed_ghz: 0.177
  slew_headroom: 0.511
  clock_skew_ps: 18.0
  timing.final.hold_violations: 0
pwr:
  p_clk_frac: 0.429
  netSwitchingFraction: 0.194
  share_comb_of_total_power: 0.022
  share_seq_of_total_power: 0.549
  intPower_mw: 3.68
  vdd_ir_drop_max_v: 0.000117
  power_leakage_nw: 6.96
  power.switching_uw: 883
  power_per_cell_area_nw_per_um2: 193
drt:
  first_pass_iteration_count_of_the_detailed_router: 18
  drtAntennaViolNets: 0
  total_via_count_after_detailed_routing: 9317
  wirelength_um: 44600
  drt-wirelength-per-cell_um: 23.5
  viasPerCell: 4.91
  initial_drc_count: 667
  route.detailed.drc: 0
logic_synthesis:
  post_synth_main_logic_family: "multiplexers"
  ys_chip_area_sq_um: 20200
  ys_seq_frac: 0.776
  synth.cell_area_sq_um: 20200
  syn_area_per_cell_sq_um: 22.7
  synth-simple-area-share: 0.0290
  synth_xor_xnor_area_share: 0.00298
  fa_ha_area_frac: 0.00310
  synth.yosys.warnings: 1
  synth_flop_count: 526
  ys_cells: 890
  post_synth_num_cell_types: 37
  postSynth.asyncResetShare: 0
  yosys-mux-area-fraction: 0.146
  edf_count: 512
  syn-instance-count: 890
  postSynth.topFlopCell: "sky130_fd_sc_hd__edfxtp_1"
  synth-compound-area-share: 0.0270
hold_path:
  worstHoldPathCells: 2
  hp-class: "reg2reg"
floorplan:
  number_of_top_level_pins: 71
  die_width_um: 261
  floorplan.die_area_sq_um: 68300
  die_y_um: 261
  placementRows: 94
  core-area_sq_um: 66100
  fp_util: 0.305
clocking:
  tritoncts_num_sinks: 526
  clock_tree.htree_level_count: 2
  post-cts-setup-buffers: 0
  ctsRootBufferMaster: "sky130_fd_sc_hd__clkbuf_16"
  cts_buf_count: 52
  cts_resized: 0
  clk_transition_reported_paths_ps: 60
  clock.latency.late_pin_ps: 590
  hold_buffers: 0
  max-clock-path-buffers: 3
  cts_tree: "yes"
run:
  max_cap_viol_count: 0
  openroad.warnings: 28
critical_path:
  cp-endpoint: "dequeue_rdata[16]"
  worst_setup_path_start_kind: "register"
  path_class: "reg2out"
  regToRegSetupSlack_ps: 7070
  sort_of_element_at_the_end_of_the_critical_path: "primary output"
  worst_reg2reg_path_startpoint: "tail_ptr[3]$_SDFFE_PP0P_"
  worst-r2r-cell-count: 5
  crit_arrival_ps: 3710
  timing.critical_path.required_ps: 7760
  crit-reg2reg-capture: "entries[15][1]$_DFFE_PP_"
  critical_path_peak_fanout: 25
finish:
  final_layout_top_logic_cells: "sky130_fd_sc_hd__edfxtp_1 (512), sky130_fd_sc_hd__mux4_2 (128), sky130_fd_sc_hd__clkdlybuf4s50_1 (70)"
  flow.area_growth_from_synthesis_pct: 16.9
  drive_gt1_frac: 0.276
  finish.utilization: 0.357
  fillers: 5959
  layout.cells.most_common: "sky130_fd_sc_hd__edfxtp_1"
place:
  place_hpwl_um: 23500
  detailedPlace.worstSlack_ps: 4100
  io_buffer_count: 70
  routabilityCongestion: 0.754
grt:
  grt_start_max_net_pins: 86
  number_of_global_route_vias_before_repair: 10371
  gr-usage-all-layers: 0.144
  grt_antenna_before_repair: 4
  global_route_wire_length_before_repair_um: 66100
  grt_remaining_overflow: 0
outcome:
  status: "complete, no violations"
[layout make-up]
| class | count | area [sq um] | share of cell area |
|---|---|---|---|
| Multi-Input combinational cell | 309 | 4230 | 0.179 |
| Timing Repair Buffer | 98 | 923 | 0.0392 |
| Sequential cell | 526 | 15700 | 0.664 |
| Clock inverter | 27 | 240 | 0.0102 |
| Inverter | 5 | 18.8 | 0.000796 |
| Tap cell | 864 | 1080 | 0.0458 |
| Clock buffer | 68 | 1420 | 0.0603 |
| Antenna cell | 1 | 2.50 | 0.000106 |
[synthesized netlist by cell type (3+ instances only)]
master                     instances  area, sq um
sky130_fd_sc_hd__a21oi_1           5         25.0
sky130_fd_sc_hd__and3_1           18          113
sky130_fd_sc_hd__buf_1             4         15.0
sky130_fd_sc_hd__buf_2            19         95.1
sky130_fd_sc_hd__buf_4             3         22.5
sky130_fd_sc_hd__buf_6            10          113
sky130_fd_sc_hd__clkbuf_1         13         48.8
sky130_fd_sc_hd__dfxtp_1          14          280
sky130_fd_sc_hd__edfxtp_1        512        15400
sky130_fd_sc_hd__ha_1              5         62.6
sky130_fd_sc_hd__inv_1             4         15.0
sky130_fd_sc_hd__mux2i_1           6         60.1
sky130_fd_sc_hd__mux4_2          128         2880
sky130_fd_sc_hd__nand2_1          11         41.3
sky130_fd_sc_hd__nand4_1           7         43.8
sky130_fd_sc_hd__nor2_1            3         11.3
sky130_fd_sc_hd__nor3_1            5         25.0
sky130_fd_sc_hd__nor3_2           29          290
sky130_fd_sc_hd__o22ai_1          64          400
sky130_fd_sc_hd__xnor2_1           5         43.8
[critical path, cell delays in order (launching register included)]
cell and delay, ps:
sky130_fd_sc_hd__dfxtp_4 650, sky130_fd_sc_hd__buf_4 520, sky130_fd_sc_hd__buf_4 500, sky130_fd_sc_hd__mux4_2 560
sky130_fd_sc_hd__o22ai_1 360, sky130_fd_sc_hd__nor3_2 80, sky130_fd_sc_hd__clkdlybuf4s50_1 420
[routing by layer]
metal,track usage,part of all wire
met1,0.176,0.35
met2,0.217,0.48
met3,0.102,0.15
met4,0.0226,0.018
met5,0.00903,0.0025
[stage by stage]
step	area, sq um	total power, mW	cells	hold slack, ps
floorplan	20200	2.59	890	484
global placement	21900	2.65	1802	507
detailed placement	21900	2.65	1802	525
CTS	23600	4.62	1897	533
global route	23600	4.71	1897	553
finish	23600	4.56	1898	532
[power groups by stage]
stage	registers (mW)	logic [mW]	clock network, mW
after global routing	2.50	0.114	2.10
after CTS	2.50	0.105	2.01
final	2.50	0.103	1.96
[logic make-up (layout without fill, tap and decap cells)]
kind of cell	after synthesis	count (layout)
flops	526	526
fa+ha+maj	5	5
xor+xnor	6	6
mux	134	134
other cells	0	1
buf+inv	55	198
compound gates	82	82
simple gates	82	82
[how the worst min path moves through the flow]
stage | to | from
after CTS | head_ptr[4]$_SDFFE_PP0P_ | head_ptr[4]$_SDFFE_PP0P_
final | head_ptr[4]$_SDFFE_PP0P_ | head_ptr[4]$_SDFFE_PP0P_
after global routing | head_ptr[4]$_SDFFE_PP0P_ | head_ptr[4]$_SDFFE_PP0P_
[state kept, by name, indices dropped and copies added, names as in the netlist, named ones only]
register and flops:
entries 512, head_ptr 5, tail_ptr 5
Power is estimated from default activity; no workload was simulated.
