### constraint.sdc
current_design shift_add_multiplier

set clk_period 14.0
set clk_io_pct 0.2

create_clock -name clk0 -period $clk_period [get_ports {clk}]

set non_clock_inputs [all_inputs -no_clocks]
set_input_delay [expr $clk_period * $clk_io_pct] -clock clk0 $non_clock_inputs
set_output_delay [expr $clk_period * $clk_io_pct] -clock clk0 [all_outputs]
### run.sh
#!/bin/bash
# OpenROAD 26Q1-2900-gdf79404cd8, Yosys 0.63+post, stock flow scripts
make -C /OpenROAD-flow-scripts/flow DESIGN_CONFIG=/design/flow/config.mk WORK_HOME=/design/flow/orfs finish
### design.v
interface banked_mem_itf(
    input   bit         clk,
    input   bit         rst
);
    logic   [31:0]      addr;
    logic               read;
    logic               write;
    logic   [63:0]      wdata;
    logic               ready;
    logic   [31:0]      raddr;
    logic   [63:0]      rdata;
    logic               rvalid;
    bit                 error = 1'b0;
    modport dut (
        input           clk,
        input           rst,
        output          addr,
        output          read,
        output          write,
        output          wdata,
        input           ready,
        input           raddr,
        input           rdata,
        input           rvalid
    );
    modport mem (
        input           clk,
        input           rst,
        input           addr,
        input           read,
        input           write,
        input           wdata,
        output          ready,
        output          rdata,
        output          raddr,
        output          rvalid,
        output          error
    );
    modport mon (
        input           clk,
        input           rst,
        input           addr,
        input           read,
        input           write,
        input           wdata,
        input           ready,
        input           rdata,
        input           raddr,
        input           rvalid,
        input           error
    );
endinterface
interface mem_itf(
    input   bit         clk,
    input   bit         rst
);
    logic   [31:0]      addr;
    logic   [3:0]       rmask;
    logic   [3:0]       wmask;
    logic   [31:0]      rdata;
    logic   [31:0]      wdata;
    logic               resp;
    bit                 error = 1'b0;
    modport dut (
        input           clk,
        input           rst,
        output          addr,
        output          rmask,
        output          wmask,
        input           rdata,
        output          wdata,
        input           resp
    );
    modport mem (
        input           clk,
        input           rst,
        input           addr,
        input           rmask,
        input           wmask,
        output          rdata,
        input           wdata,
        output          resp,
        output          error
    );
    modport mon (
        input           clk,
        input           rst,
        input           addr,
        input           rmask,
        input           wmask,
        input           rdata,
        input           wdata,
        input           resp,
        output          error
    );
endinterface
interface mon_itf(
    input   bit             clk,
    input   bit             rst
);
            logic           valid [8];
            logic   [63:0]  order [8];
            logic   [31:0]  inst [8];
            logic           halt [8];
            logic   [4:0]   rs1_addr [8];
            logic   [4:0]   rs2_addr [8];
            logic   [31:0]  rs1_rdata [8];
            logic   [31:0]  rs2_rdata [8];
            logic   [4:0]   rd_addr [8];
            logic   [31:0]  rd_wdata [8];
            logic   [31:0]  pc_rdata [8];
            logic   [31:0]  pc_wdata [8];
            logic   [31:0]  mem_addr [8];
            logic   [3:0]   mem_rmask [8];
            logic   [3:0]   mem_wmask [8];
            logic   [31:0]  mem_rdata [8];
            logic   [31:0]  mem_wdata [8];
            bit             error = 1'b0;
endinterface
module shift_add_multiplier
#(
    parameter int OPERAND_WIDTH = 32
)
(
    input logic clk,
    input logic rst,branch_mispredicted,
    input logic start,
    input logic [1:0] mul_type,
    input logic[OPERAND_WIDTH-1:0] a,
    input logic[OPERAND_WIDTH-1:0] b,
    output logic[2*OPERAND_WIDTH-1:0] p,
    output logic done
);
    enum int unsigned {IDLE, SHIFT, ADD, DONE} curr_state, next_state;
    localparam int OP_WIDTH_LOG = $clog2(OPERAND_WIDTH);
    logic [OP_WIDTH_LOG-1:0] counter;
    logic [OPERAND_WIDTH-1:0] b_reg;
    logic [2*OPERAND_WIDTH-1:0] accumulator, a_reg;  
    logic neg_result;
    always_comb
    begin : state_transition
        next_state = curr_state;
        unique case (curr_state)
            IDLE:    next_state = start ? ADD : IDLE;
            ADD:     next_state = SHIFT;
            SHIFT:   next_state = ({27'b0,counter} == OPERAND_WIDTH-1'b1) ? DONE : ADD;
            DONE:    next_state = start ? DONE : IDLE;
            default: next_state = curr_state;
        endcase
    end : state_transition
    always_comb
    begin : state_outputs
        done = '0;
        p = '0;
        unique case (curr_state)
            DONE:
            begin
                done = 1'b1;
                unique case (mul_type)
                    2'b00: p = accumulator[2*OPERAND_WIDTH-1:0];
                    2'b01,
                    2'b10: p = neg_result ? (~accumulator[2*OPERAND_WIDTH-1-1:0])+1'b1 : accumulator;
                    default: ;
                endcase
            end
            default: ;
        endcase
    end : state_outputs
    always_ff @ (posedge clk)
    begin
        if (rst || branch_mispredicted)
        begin
            curr_state <= IDLE;
            a_reg <= '0;
            b_reg <= '0;
            accumulator <= '0;
            counter <= '0;
            neg_result <= '0;
        end
        else
        begin
            curr_state <= next_state;
            unique case (curr_state)
                IDLE:
                begin
                    if (start)
                    begin
                        accumulator <= '0;
                        unique case (mul_type)
                            2'b00:
                            begin
                                neg_result <= '0;    
                                a_reg <= {32'b0,a};
                                b_reg <= b;
                            end
                            2'b01:
                            begin
                                neg_result <= (a[OPERAND_WIDTH-1] ^ b[OPERAND_WIDTH-1]) && ((a != '0) && (b != '0));
                                a_reg <= (a[OPERAND_WIDTH-1]) ? {OPERAND_WIDTH*{1'b0}, (~a + 1'b1)} : a;
                                b_reg <= (b[OPERAND_WIDTH-1]) ? { (~b + 1'b1)} : b;
                            end
                            2'b10:
                            begin
                                neg_result <= a[OPERAND_WIDTH-1];
                                a_reg <= (a[OPERAND_WIDTH-1]) ? {OPERAND_WIDTH*{1'b0}, (~a + 1'b1)} : a;
                                b_reg <= b;
                            end
                            default:;
                        endcase
                    end
                end
                ADD: if (b_reg[0]) accumulator <= accumulator + a_reg;
                SHIFT:
                begin
                    a_reg <= a_reg<<1;
                    b_reg <= b_reg>>1;
                    counter <= counter + 1'b1;
                end
                DONE: counter <= '0;
                default: ;
            endcase
        end
    end
endmodule
### config.mk
export PLATFORM = sky130hd
export DESIGN_NAME = shift_add_multiplier
export DESIGN_NICKNAME = shift_add_multiplier
export VERILOG_FILES = /design/flow/design.v
export SDC_FILE = /design/flow/constraint.sdc
export NUM_CORES = 4
export LEC_CHECK = 1
export CORE_UTILIZATION = 30
==> impl_metrics.yaml <==
# yosys + openroad results
synth:
  synthesized_cell_area_mm2: 0.0139
  synth_chip_area_mm2: 0.0139
  cell_total_in_the_yosys_stat_output: 2029
  synth_cell_type_count: 86
  synthesis.yosys.warnings: 1
  postSynthSeqShare: 0.244
  yosys.area.top_type_share: 0.244
  top_cells_by_count: "sky130_fd_sc_hd__nand2_1, sky130_fd_sc_hd__a21oi_1, sky130_fd_sc_hd__o21ai_0"
  syn_area_per_cell_um2: 6.88
  ff_type: "sky130_fd_sc_hd__dfxtp_1"
  postSynthCellCount: 2029
  yosys_register_bits: 170
  post_synth_main_area_contributors: "sky130_fd_sc_hd__dfxtp_1, sky130_fd_sc_hd__nand2_1, sky130_fd_sc_hd__a21oi_1, sky130_fd_sc_hd__o21ai_0, sky130_fd_sc_hd__ha_1"
  edf_count: 0
  largest_area_cell: "sky130_fd_sc_hd__dfxtp_1"
  synth_top_cell_by_count: "sky130_fd_sc_hd__nand2_1"
  ys_async_sr_fraction: 0
cts:
  latest_clock_arrival_within_the_worst_skew_pair_ns: 0.49
  cts.clk_slew.worst_paths_ns: 0.07
  clock_path_buffers: 2
  cts_inserted_buffers: 17
  cts_tree: "done"
  post_cts_resize_count: 0
  cts.repair_timing.setup_buffer_count: 0
  count_of_hold_fix_buffers_inserted_at_cts: 0
  cts.htree.levels: 4
  cts_sinks: 170
  cts_root_buf: "sky130_fd_sc_hd__clkbuf_16"
timing:
  timing.slew.headroom: 0.428
  fin_worst_skew_ns: 0.0195
  rsz0062_at_grt: "false"
  max_freq_mhz: 114
  setup_viol: 0
  finalHoldViolations: 0
  timing.final.max_slew_violations: 0
  final_period_minus_worst_setup_slack_ns: 8.76
  worst-slew-pin-transition_ns: 0.855
  min_period_over_period: 0.625
  setup-tns-final_ns: 0
drt:
  antenna_violating_nets_post_route: 0
  routed_wirelength_um: 44600
  detail_route.wl_per_cell_um: 16.5
  dr_total_vias: 14653
  first_pass_iters: 5
  detail_route.iter0.violations: 1620
  routed_via_density: 5.43
  post-route-drc-count: 0
global_routing:
  grt_max_degree: 92
  antenna_found_initial: 8
  globalRoute.totalOverflow: 0
  grt_usage: 0.192
  first_global_vias: 13203
  grt_first_pass_wirelength_um: 72300
floorplanning:
  die_w_um: 218
  ports: 135
  floorplan.rows: 78
  die_height_um: 218
  share_of_the_core_filled_by_cells_before_placement: 0.306
  die_area_mm2: 0.0474
  floorplan.core_area_mm2: 0.0456
setup_path:
  worst_path_max_delay_cell: "sky130_fd_sc_hd__nand2_1"
  critical-path-top-delay-family: "buffers and inverters"
  setup.worst_path.start_class: "input port"
  critical_path.endpoint_type: "output port"
  path_buffers: 4
  cpMostUsedCell: "sky130_fd_sc_hd__clkdlybuf4s50_1"
  path_cells: "clkdlybuf4s50_1, inv_1, ha_2, buf_4, nand2_1, or3_1, a21oi_1, clkdlybuf4s50_1"
  cp.arrival_ns: 5.96
  path_max_fanout: 59
  timing.setup.critical_path_class: "in -> out"
  critPathRequiredTime_ns: 11.20
  slowest_delay_ns: 0.55
power:
  power_density_mw_per_mm2: 73.4
  power.combinational.fraction: 0.140
  pwr-share-clk: 0.447
  leakage_nw: 6.00
  intPower_mw: 0.858
  power_frac_seq: 0.413
  power.net_switching_mw: 0.344
  sw_frac_of_total: 0.286
  peakVddDrop_mv: 0.0823
final_layout:
  stdcell_area_mm2: 0.0164
  post_route_cells_drive_above_1_share: 0.0497
  flow.area_growth_from_synthesis_pct: 17.3
  fillCellCount: 4640
run:
  count_of_tool_warnings: 28
  max_cap_viol_count: 0
placement:
  gp_congestion: 0.973
  hpwlAfterDp_um: 34300
  placed_area_mm2: 0.0157
  portBuffers: 134
status:
  status: "finished, final reports clean"
worst_hold_path:
  min_path_type: "reg -> reg"
[metrics by stage]
step | setup WS, ns | utilization | instances | hold WS, ns | total power [mW]
floorplan | 7.12 | - | 2029 | 0.432 | 0.615
global placement | 5.31 | 0.344 | 2660 | 0.438 | 0.673
detailed placement | 5.28 | 0.344 | 2660 | 0.445 | 0.674
CTS | 5.28 | 0.359 | 2692 | 0.453 | 1.21
global route | 5.08 | 0.359 | 2694 | 0.475 | 1.25
finish | 5.24 | 0.359 | 2698 | 0.452 | 1.20
[layer usage]
layer  vias to the layer above  share of wire  track usage
li1                       7426              -            -
met1                      6720           0.52        0.309
met2                       444           0.40        0.264
met3                        57          0.067       0.0396
met4                         6          0.019       0.0347
met5                         -        0.00085            0
[placed cells by master, fill, tap and decap left out, types with 15 or more instances in the layout]
cell,n
sky130_fd_sc_hd__a21o_1,32
sky130_fd_sc_hd__a31oi_1,15
sky130_fd_sc_hd__nand2_1,380
sky130_fd_sc_hd__o21ai_0,185
sky130_fd_sc_hd__clkbuf_16,17
sky130_fd_sc_hd__buf_4,23
sky130_fd_sc_hd__or3_1,26
sky130_fd_sc_hd__a21oi_1,253
sky130_fd_sc_hd__nand4_1,26
sky130_fd_sc_hd__a311oi_1,19
sky130_fd_sc_hd__o31ai_1,24
sky130_fd_sc_hd__xor2_1,51
sky130_fd_sc_hd__nor3_1,55
sky130_fd_sc_hd__clkdlybuf4s50_1,134
sky130_fd_sc_hd__dfxtp_1,168
sky130_fd_sc_hd__nor4_1,20
sky130_fd_sc_hd__xnor2_1,65
sky130_fd_sc_hd__nor2_1,164
sky130_fd_sc_hd__ha_1,71
sky130_fd_sc_hd__inv_1,40
sky130_fd_sc_hd__a22oi_1,34
sky130_fd_sc_hd__nand3_1,54
sky130_fd_sc_hd__nand2b_1,18
[logic make-up (layout without fill, tap and decap cells)]
group,count (synthesis),after routing,synth area share
and+or+nand+nor,819,819,0.268
AOI/OAI and AO/OA,679,679,0.295
DFF,170,170,0.244
buffers and inverters,167,230,0.0505
xor gates and xnor gates,116,116,0.0728
adders and majority gates,73,73,0.0660
muxes,5,5,0.00359
other,0,6,0
[power by group through the flow]
stage | Clock [mW] | Combinational, mW | Sequential, mW
CTS | 0.550 | 0.168 | 0.496
finish | 0.537 | 0.169 | 0.496
global route | 0.567 | 0.188 | 0.497
[layout make-up]
cell class | instances | area, um^2 | area share
Multi-Input combinational cell | 1692 | 9870 | 0.603
Sequential cell | 170 | 3410 | 0.208
Inverter | 41 | 154 | 0.00941
Clock buffer | 17 | 425 | 0.0260
Tap cell | 600 | 751 | 0.0459
Timing Repair Buffer | 157 | 1510 | 0.0925
Antenna cell | 6 | 15.0 | 0.000918
Clock inverter | 15 | 228 | 0.0139
[worst paths after layout]
kind                                              startpoint                            to  slack [ns]  cells after the start
worst max-delay path                             mul_type[0]                          p[6]        5.24                      8
worst min-delay path                   b_reg[8]$_SDFFE_PP0P_         b_reg[8]$_SDFFE_PP0P_        0.45                      2
worst max register to register  accumulator[31]$_SDFFE_PP0P_  accumulator[60]$_SDFFE_PP0P_       10.13                     10
worst min register to register         b_reg[8]$_SDFFE_PP0P_         b_reg[8]$_SDFFE_PP0P_        0.45                      2
[worst reg2reg max path, delay by kind of cell (launching register included)]
kind                     cells  cell delay, ns
AND-OR/OR-AND                3            0.72
AND/OR/NAND/NOR              6            2.19
flip-flops                   1            0.41
adder cells (fa/ha/maj)      1            0.51
No activity file was given, so power comes from the tool's default toggle rates.
